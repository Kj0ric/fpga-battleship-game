[flow/design.v]
module battleship (
  input            clk  ,
  input            rst  ,
  input            start,
  input      [1:0] X    ,
  input      [1:0] Y    ,
  input            pAb  ,
  input            pBb  ,
  output reg [7:0] disp0,
  output reg [7:0] disp1,
  output reg [7:0] disp2,
  output reg [7:0] disp3,
  output reg [7:0] led
);
parameter IDLE = 0, DISPLAY_A = 1, INPUT_A = 2, ERROR_A = 3, DISPLAY_B = 4, INPUT_B = 5, ERROR_B = 6, SHOW_SCORE = 7;
parameter SHOOT_A = 8, SINK_A = 9, WIN_A = 10, SHOOT_B = 11, SINK_B = 12, WIN_B = 13, OVRWIN_A = 14, OVRWIN_B = 15;
reg [3:0] cState; 
reg [2:0] input_counter;  
reg [15:0] matrixA, matrixB;
reg [3:0] scoreA, scoreB, overallA, overallB;
reg [1:0] XQ, YQ;
reg buttonA, buttonB, Z, lastWinner;
reg [5:0] clk_counter;
always @(posedge clk) begin
  if (rst) begin
    input_counter <= 0;
    matrixA <= 0;
    matrixB <= 0;
    scoreA <= 0;
    scoreB <= 0;
    overallA <= 0;
    overallB <= 0;
    clk_counter <= 0;
    Z <= 0;
    cState <= IDLE;
    lastWinner <= 0;
  end 
  else begin
    XQ <= X;
    YQ <= Y;
    buttonA <= pAb;
    buttonB <= pBb;
    case (cState)
      IDLE: begin
        if (start) begin
          clk_counter <= 0;
          if(lastWinner)
            cState <= DISPLAY_B;
          else
            cState <= DISPLAY_A;
        end
        else begin
          cState <= IDLE;
        end
      end
      DISPLAY_A: begin
        if (clk_counter == 49) begin
          clk_counter <= 0;
          cState <= INPUT_A;
        end
        else begin
          clk_counter <= clk_counter + 1;
          cState <= DISPLAY_A;
        end
      end
      INPUT_A: begin
        if (buttonA) begin
          if (matrixA[{YQ,XQ}] == 1) begin
            clk_counter <= 0;
            cState <= ERROR_A;
          end
          else begin
            matrixA[{YQ,XQ}] <= 1;
            if (input_counter == 3) begin 
              clk_counter <= 0;
              input_counter <= 0;
              if(lastWinner)
                cState <= SHOW_SCORE;
              else
                cState <= DISPLAY_B;
            end
            else begin
              input_counter <= input_counter + 1;
              clk_counter <= clk_counter + 1;
              cState <= INPUT_A;
            end
          end
        end
        else begin
          matrixA <= matrixA;
          cState <= INPUT_A;
        end
      end
      ERROR_A: begin
        if (clk_counter == 49) begin
          clk_counter <= 0;
          cState <= INPUT_A;
        end
        else begin
          clk_counter <= clk_counter + 1;
          cState <= ERROR_A;
        end
      end
      DISPLAY_B: begin
        if (clk_counter == 49) begin
          clk_counter <= 0;
          cState <= INPUT_B;
        end
        else begin
          clk_counter <= clk_counter + 1;
          cState <= DISPLAY_B;
        end
      end
      INPUT_B: begin
        if (buttonB) begin
          if (matrixB[{YQ,XQ}] == 1) begin
            clk_counter <= 0;
            cState <= ERROR_B;
          end
          else begin
            matrixB[{YQ,XQ}] <= 1;
            if (input_counter == 3) begin 
              input_counter <= 0;
              clk_counter <= 0;
              if(lastWinner)
                cState <= DISPLAY_A;
              else
                cState <= SHOW_SCORE;
            end
            else begin
              input_counter <= input_counter + 1;
              clk_counter <= clk_counter + 1;
              cState <= INPUT_B;
            end
          end
        end
        else begin
          matrixB <= matrixB;
          cState <= INPUT_B;
        end
      end
      ERROR_B: begin
        if (clk_counter == 49) begin
          clk_counter <= 0;
          cState <= INPUT_B;
        end
        else begin
          clk_counter <= clk_counter + 1;
          cState <= ERROR_B;
        end
      end
      SHOW_SCORE: begin
        if (clk_counter == 49) begin
          clk_counter <= 0;
          if(lastWinner)
            cState <= SHOOT_B;
          else
            cState <= SHOOT_A;
        end
        else begin
          clk_counter <= clk_counter + 1;
          cState <= SHOW_SCORE;
        end 
      end
      SHOOT_A: begin
        if (buttonA) begin
          if (matrixB[{YQ,XQ}] == 1) begin
            scoreA <= scoreA + 1;
            Z <= matrixB[{YQ,XQ}];
            matrixB[{YQ,XQ}] <= 0;
          end
          else begin
            scoreA <= scoreA;
            Z <= matrixB[{YQ,XQ}];
          end
          clk_counter <= 0;
          cState <= SINK_A;
        end
        else begin
          matrixA <= matrixA;
          clk_counter <= clk_counter + 1;
          cState <= SHOOT_A;
        end
      end
      SINK_A: begin
        if (clk_counter == 49) begin
          clk_counter <= 0;
          if (scoreA == 4) begin
            clk_counter <= 0;
            overallA <= overallA + 1;
            cState <= WIN_A;
          end
          else begin
            cState <= SHOOT_B;
          end
        end
        else begin
          clk_counter <= clk_counter + 1;
          cState <= SINK_A;
        end
      end
      SHOOT_B: begin
        if (buttonB) begin
          if (matrixA[{YQ,XQ}] == 1) begin
            scoreB <= scoreB + 1;
            Z <= matrixA[{YQ,XQ}];
            matrixA[{YQ,XQ}] <= 0;
          end
          else begin
            scoreB <= scoreB;
            Z <= matrixA[{YQ,XQ}];
          end
          clk_counter <= 0;
          cState <= SINK_B;
        end
        else begin
          matrixB <= matrixB;
          clk_counter <= clk_counter + 1;
          cState <= SHOOT_B;
        end
      end
      SINK_B: begin
        if (clk_counter == 49) begin
          clk_counter <= 0;
          if (scoreB == 4) begin
            clk_counter <= 0;
            overallB <= overallB + 1; 
            cState <= WIN_B;
          end
          else
            cState <= SHOOT_A;
        end
        else begin
          clk_counter <= clk_counter + 1;
          cState <= SINK_B;
        end
      end
      WIN_A: begin
        if (clk_counter == 49) begin
          clk_counter <= 0;
          if(overallA == 2) begin
            cState <= OVRWIN_A;
          end
          else begin
            matrixA <= 0;
            matrixB <= 0;
            scoreA <= 0;
            scoreB <= 0;
            input_counter <= 0;
            Z <= 0;
            lastWinner <= 0;
            cState <= DISPLAY_A;
          end
        end
        else begin
          clk_counter <= clk_counter + 1;
          cState <= WIN_A;
        end
      end
      WIN_B: begin
        if (clk_counter == 49) begin
          clk_counter <= 0;
          if(overallB == 2) begin
            cState <= OVRWIN_B;
          end
          else begin
            matrixA <= 0;
            matrixB <= 0;
            scoreA <= 0;
            scoreB <= 0;
            input_counter <= 0;
            Z <= 0;
            lastWinner <= 1;
            cState <= DISPLAY_B;
          end
        end
        else begin
          clk_counter <= clk_counter + 1;
          cState <= WIN_B;
        end
      end
      OVRWIN_A: begin
        cState <= OVRWIN_A;
      end
      OVRWIN_B: begin
        cState <= OVRWIN_B;
      end
      default: begin
        cState <= IDLE;
      end
    endcase
  end
end
always @(*) begin
  disp3 = 8'b00000000;
  disp2 = 8'b00000000;
  disp1 = 8'b00000000;
  disp0 = 8'b00000000;
  led = 8'b00000000;
  case (cState)
    IDLE: begin
      disp3 = 8'b00000110;  
      disp2 = 8'b01011110;  
      disp1 = 8'b00111000;  
      disp0 = 8'b01111001;  
      led = 8'b10011001;
    end
    DISPLAY_A: begin
      disp3 = 8'b01110111;
      disp2 = 8'b00000000;
      disp1 = 8'b00000000;
      disp0 = 8'b00000000;
    end
    INPUT_A: begin
      disp3 = 8'b00000000;
      disp2 = 8'b00000000;
      if (XQ == 2'b00)
        disp1 = 8'b00111111;
      else if (XQ == 2'b01)
        disp1 = 8'b00000110;
      else if (XQ == 2'b10)
        disp1 = 8'b01011011;
      else if (XQ == 2'b11)
        disp1 = 8'b01001111;
      else 
        disp1 = 8'b00000000;
      if (YQ == 2'b00)
        disp0 = 8'b00111111;
      else if (YQ == 2'b01)
        disp0 = 8'b00000110;
      else if (YQ == 2'b10)
        disp0 = 8'b01011011;
      else if (YQ == 2'b11)
        disp0 = 8'b01001111;
      else 
        disp0 = 8'b00000000;
      led = 8'b10000000;
      led[5:4] = input_counter;
    end
    ERROR_A: begin
      disp3 = 8'b01111001;  
      disp2 = 8'b01010000;  
      disp1 = 8'b01010000;  
      disp0 = 8'b01011100;  
      led = 8'b10011001;
    end
    DISPLAY_B: begin
      disp3 = 8'b01111100;
      disp2 = 8'b00000000;
      disp1 = 8'b00000000;
      disp0 = 8'b00000000;
      led = 8'b10011001;
    end
    INPUT_B: begin
      disp3 = 8'b00000000;
      disp2 = 8'b00000000;
      if (XQ == 2'b00)
        disp1 = 8'b00111111;
      else if (XQ == 2'b01)
        disp1 = 8'b00000110;
      else if (XQ == 2'b10)
        disp1 = 8'b01011011;
      else if (XQ == 2'b11)
        disp1 = 8'b01001111;
      else 
        disp1 = 8'b00000000;
      if (YQ == 2'b00)
        disp0 = 8'b00111111;
      else if (YQ == 2'b01)
        disp0 = 8'b00000110;
      else if (YQ == 2'b10)
        disp0 = 8'b01011011;
      else if (YQ == 2'b11)
        disp0 = 8'b01001111;
      else 
        disp0 = 8'b00000000;
      led = 8'b00000001;
      led[3:2] = input_counter;
    end
    ERROR_B: begin
      disp3 = 8'b01111001;  
      disp2 = 8'b01010000;  
      disp1 = 8'b01010000;  
      disp0 = 8'b01011100;  
      led = 8'b10011001;
    end
    SHOW_SCORE: begin
      disp3 = 8'b00000000;
      disp2 = 8'b00111111;
      disp1 = 8'b01000000;
      disp0 = 8'b00111111;
      led = 8'b10011001;
    end
    SHOOT_A: begin
      disp3 = 8'b00000000;
      disp2 = 8'b00000000;
      if (XQ == 2'b00)
        disp1 = 8'b00111111;
      else if (XQ == 2'b01)
        disp1 = 8'b00000110;
      else if (XQ == 2'b10)
        disp1 = 8'b01011011;
      else if (XQ == 2'b11)
        disp1 = 8'b01001111;
      else 
        disp1 = 8'b00000000;
      if (YQ == 2'b00)
        disp0 = 8'b00111111;
      else if (YQ == 2'b01)
        disp0 = 8'b00000110;
      else if (YQ == 2'b10)
        disp0 = 8'b01011011;
      else if (YQ == 2'b11)
        disp0 = 8'b01001111;
      else 
        disp0 = 8'b00000000;
      led = 8'b00000000;
      led[5:4] = scoreA[1:0];
      led[3:2] = scoreB[1:0];
      led[7] = 1;
    end
    SINK_A: begin
      disp3 = 8'b00000000;
      if (scoreA == 2'b00)
        disp2 = 8'b00111111;
      else if (scoreA == 2'b01)
        disp2 = 8'b00000110;
      else if (scoreA == 2'b10)
        disp2 = 8'b01011011;
      else if (scoreA == 2'b11)
        disp2 = 8'b01001111;
      else if (scoreA == 3'b100)
        disp2 = 8'b01100110;
      else 
        disp2 = 8'b00000000;
      disp1 = 8'b01000000;
      if (scoreB == 2'b00)
        disp0 = 8'b00111111;
      else if (scoreB == 2'b01)
        disp0 = 8'b00000110;
      else if (scoreB == 2'b10)
        disp0 = 8'b01011011;
      else if (scoreB == 2'b11)
        disp0 = 8'b01001111;
      else if (scoreB == 3'b100)
        disp0 = 8'b01100110;
      else 
        disp0 = 8'b00000000;
      if (Z)
        led = 8'b11111111;
      else 
        led = 8'b00000000;
    end
    SHOOT_B: begin
      disp3 = 8'b00000000;
      disp2 = 8'b00000000;
      if (XQ == 2'b00)
        disp1 = 8'b00111111;
      else if (XQ == 2'b01)
        disp1 = 8'b00000110;
      else if (XQ == 2'b10)
        disp1 = 8'b01011011;
      else if (XQ == 2'b11)
        disp1 = 8'b01001111;
      else 
        disp1 = 8'b00000000;
      if (YQ == 2'b00)
        disp0 = 8'b00111111;
      else if (YQ == 2'b01)
        disp0 = 8'b00000110;
      else if (YQ == 2'b10)
        disp0 = 8'b01011011;
      else if (YQ == 2'b11)
        disp0 = 8'b01001111;
      else 
        disp0 = 8'b00000000;
      led = 8'b00000000;
      led[5:4] = scoreA[1:0];
      led[3:2] = scoreB[1:0];
      led[0] = 1;
    end
    SINK_B: begin
      disp3 = 8'b00000000;
      if (scoreA == 2'b00)
        disp2 = 8'b00111111;
      else if (scoreA == 2'b01)
        disp2 = 8'b00000110;
      else if (scoreA == 2'b10)
        disp2 = 8'b01011011;
      else if (scoreA == 2'b11)
        disp2 = 8'b01001111;
      else if (scoreA == 3'b100)
        disp2 = 8'b01100110;
      else 
        disp2 = 8'b00000000;
      disp1 = 8'b01000000;
      if (scoreB == 2'b00)
        disp0 = 8'b00111111;
      else if (scoreB == 2'b01)
        disp0 = 8'b00000110;
      else if (scoreB == 2'b10)
        disp0 = 8'b01011011;
      else if (scoreB == 2'b11)
        disp0 = 8'b01001111;
      else if (scoreB == 3'b100)
        disp0 = 8'b01100110;
      else 
        disp0 = 8'b00000000;
      if (Z)
          led = 8'b11111111;
      else 
          led = 8'b00000000;
    end
    WIN_A: begin
      disp3 = 8'b00000000;
      if (overallA == 2'b00)
        disp2 = 8'b00111111;
      else if (overallA == 2'b01)
        disp2 = 8'b00000110;
      else if (overallA == 2'b10)
        disp2 = 8'b01011011;
      disp1 =  8'b01000000;
      if (overallB == 2'b00)
        disp0 = 8'b00111111;
      else if (overallB == 2'b01)
        disp0 = 8'b00000110;
      else if (overallB == 2'b10)
        disp0 = 8'b01011011;
      led <= 8'b10101010;
    end
    WIN_B: begin
      disp3 = 8'b00000000;
      if (overallA == 2'b00)
        disp2 = 8'b00111111;
      else if (overallA == 2'b01)
        disp2 = 8'b00000110;
      else if (overallA == 2'b10)
        disp2 = 8'b01011011;
      disp1 =  8'b01000000;
      if (overallB == 2'b00)
        disp0 = 8'b00111111;
      else if (overallB == 2'b01)
        disp0 = 8'b00000110;
      else if (overallB == 2'b10)
        disp0 = 8'b01011011;
      led <= 8'b10101010;
    end
    OVRWIN_A: begin
      disp3 = 8'b01110111;
      disp2 = 8'b01011011;
      disp1 =  8'b01000000;
      if (overallB == 2'b00)
        disp0 = 8'b00111111;
      else if (overallB == 2'b01)
        disp0 = 8'b00000110;
      else if (overallB == 2'b10)
        disp0 = 8'b01011011;
      led <= 8'b10101010;
    end
    OVRWIN_B: begin
      disp3 = 8'b01111100;
      if (overallA == 2'b00)
        disp2 = 8'b00111111;
      else if (overallA == 2'b01)
        disp2 = 8'b00000110;
      else if (overallA == 2'b10)
        disp2 = 8'b01011011;
      disp1 = 8'b01000000;
      disp0 = 8'b01011011; 
      led <= 8'b10101010;
    end
    default: begin
      disp3 = 8'b00000000;
      disp2 = 8'b00000000;
      disp1 = 8'b00000000;
      disp0 = 8'b00000000;
      led = 8'b00000000;
    end
  endcase
end
endmodule
module clk_divider (
  input      clk_in     ,
  output reg divided_clk
);
  parameter  toggle_value = 270000;
  reg [24:0] cnt                 ;
  initial begin
    cnt = 0;
    divided_clk = 0;
  end
  always@(posedge clk_in)
    begin
      if (cnt==toggle_value) begin
        cnt         <= 0;
        divided_clk <= ~divided_clk;
      end
      else begin
        cnt         <= cnt +1;
        divided_clk <= divided_clk;
      end
    end
endmodule
module debouncer(
	input 		clk,
	input 		rst,
	input 		noisy_in,  
	output reg 	clean_out  
    );
reg noisy_in_reg;
reg clean_out_tmp1;  
reg clean_out_tmp2;  
reg clean_out_tmp3;  
reg clean_out_tmp4;  
always@(posedge clk or posedge rst)
begin
	if (rst==1'b1) begin
		noisy_in_reg <= 0;
		clean_out_tmp1 <= 0;
		clean_out_tmp2 <= 0;
		clean_out <= 0;
	end
	else begin
		noisy_in_reg <= noisy_in; 
		clean_out_tmp1 <= noisy_in_reg;
		clean_out_tmp2 <= clean_out_tmp1;
        clean_out_tmp3 <= clean_out_tmp2;
        clean_out_tmp4 <= clean_out_tmp3;
		clean_out <= ~clean_out_tmp4 & clean_out_tmp3;  
	end
end
endmodule
module ssd (
    input clk,
    input [7:0] disp0,
    input [7:0] disp1,
    input [7:0] disp2,
    input [7:0] disp3,
    output reg [7:0] seven,
    output reg [3:0] segment
);
    reg [15:0] dispCounter = 0;  
    reg [1:0] index;
    always @(posedge clk) begin
        dispCounter <= dispCounter + 1;
        if (dispCounter == 0) begin
            case (index)
                0: begin
                    seven <= disp0;
                end 
                1: begin
                    seven <= disp1;
                end 
                2: begin
                    seven <= disp2;
                end 
                3: begin
                    seven <= disp3;
                end 
                default: begin
                    seven <= 0;
                end
            endcase
            segment <= 1 << index;
            index <= index + 1;
        end
    end
endmodule
module top (
  input        clk    ,
  input  [3:0] sw     ,
  input  [3:0] btn    ,
  output [7:0] led    ,
  output [7:0] seven  ,
  output [3:0] segment
);
wire clk50hz;
wire clean_btn0, clean_btn1, clean_btn2, clean_btn3;
wire [7:0] disp0;
wire [7:0] disp1;
wire [7:0] disp2;
wire [7:0] disp3;
clk_divider clk_div_inst (
  .clk_in(clk),      
  .divided_clk(clk50hz)  
);
debouncer debouncer_btn0(
  .clk(clk50hz),
  .rst(~btn[2]), 
  .noisy_in(~btn[0]),
  .clean_out(clean_btn0)
);
debouncer debouncer_btn1(
  .clk(clk50hz),
  .rst(~btn[2]),
  .noisy_in(~btn[1]),
  .clean_out(clean_btn1)
);
debouncer debouncer_btn2(
  .clk(clk50hz),
  .rst(~btn[2]),      
  .noisy_in(~btn[2]),
  .clean_out(clean_btn2)
);
debouncer debouncer_btn3(
  .clk(clk50hz),
  .rst(~btn[2]),
  .noisy_in(~btn[3]),
  .clean_out(clean_btn3)
);
battleship battleship_inst(
  .clk(clk50hz),
  .rst(~btn[2]),
  .start(clean_btn1),
  .X(sw[3:2]),
  .Y(sw[1:0]),
  .pAb(clean_btn3),
  .pBb(clean_btn0),
  .disp0(disp0),
  .disp1(disp1),
  .disp2(disp2),
  .disp3(disp3),
  .led(led)
);
ssd ssd_inst(
  .clk(clk),
  .disp0(disp0),
  .disp1(disp1),
  .disp2(disp2),
  .disp3(disp3),
  .seven(seven),
  .segment(segment)  
);
endmodule
[flow/run.sh]
#!/bin/bash
# OpenROAD 26Q1-2900-gdf79404cd8, Yosys 0.63+post, stock flow scripts
make -C /OpenROAD-flow-scripts/flow DESIGN_CONFIG=/design/flow/config.mk WORK_HOME=/design/flow/orfs finish
[flow/config.mk]
export PLATFORM = sky130hd
export DESIGN_NAME = top
export DESIGN_NICKNAME = top
export VERILOG_FILES = /design/flow/design.v
export SDC_FILE = /design/flow/constraint.sdc
export NUM_CORES = 4
export LEC_CHECK = 1
export CORE_UTILIZATION = 40
[flow/constraint.sdc]
current_design top

set clk_period 3.7
set clk_io_pct 0.2

create_clock -name clk0 -period $clk_period [get_ports {clk}]

set non_clock_inputs [all_inputs -no_clocks]
set_input_delay [expr $clk_period * $clk_io_pct] -clock clk0 $non_clock_inputs
set_output_delay [expr $clk_period * $clk_io_pct] -clock clk0 [all_outputs]
==> out/results.txt <==
Max Fclk -> 409.9 MHz
Tool Warnings -> 49
Final worst path period share -> 65.94%
FP Util -> 40.84%
Clock slew seen by the registers of the worst setup and hold paths -> 70 ps
Worst min path class -> flop to flop
Number of unconstrained endpoints -> 119
Vias in the first global route -> 5939
Final hold vios -> 0
CTS max path bufs -> 2
Critical path's largest stage delay -> 470 ps
R2R Path End -> ssd_inst.seven[3]
WL/cell -> 15.81 µm
Place WS -> 1337 ps
Synth-to-layout area growth -> 7.949%
CTS H-tree lvls -> 2
AO/OA Area Share -> 18.39%
I/O Buffers -> 27
DRC viols -> 0
WHS Path Cells -> 1
Fraction of synthesized area in multiplexers -> 3.416%
Endpoints failing setup -> 0
RSZ-0062 raised after global routing -> no
Yosys reg bits -> 154
Diode count -> 0
Worst Path Max Fanout -> 8
Total CTS buffers -> 5
Ys async rst share -> 7.792%
Final wirelength -> 18.10 mm
Die Width -> 143.0 µm
Top cells, area -> dfxtp_1 29%, edfxtp_1 9.8%, ha_1 5.4%
Fin crit period -> 2440 ps
Pwr dens -> 133.5 nW/µm²
WS Path Type -> flop to flop
CP max-delay cell -> nor4bb_1
Status -> completed
Fin cells -> 1145
Reg with most FFs -> clk_div_inst.cnt
Worst Min Path Start -> clk_div_inst.cnt[24]
Post-synth EDFFs -> 26
Worst slew pin tran -> 874.4 ps
Worst vdd ir -> 187.7 µV
Core area -> 19460 µm²
CP Launch Point -> ssd_inst.index[0]
CTS root buffer -> clkbuf_16
Gr ovfl total -> 0
TNS Setup -> 0 ps
Crit path arrival time -> 2460 ps
Max_cap viols -> 0
Yosys top cell by area -> dfxtp_1
Yosys cell count -> 880
Slew headroom -> 41.49%
Gate Count Post-Synth -> 880
Fin. max-slew vios -> 0
# IOs -> 29
Adder Area Share -> 5.352%
Pin count of the biggest net entering global routing -> 65
Initial antenna violation count -> 0
XOR Share, Synth -> 4.738%
Std-Cell Rows -> 51
CP Launch Type -> flop
Die Y -> 143.0 µm
Global-route wire length before repair -> 30.09 mm
Number of instances in the placed design -> 1137
Clock skew after layout -> 8.831 ps
Synth warn -> 4
Mapped Area -> 7949 µm²
Cell Type Count -> 77
Detail Placement HPWL -> 13.15 mm
Seq/Total Area, Yosys -> 42.81%
Die ar. -> 20440 µm²
CTS tree -> yes
Share of post-route cells with drive strength above 1 -> 4.659%
Dominant cell area share -> 29.21%
Post-route cell area -> 8581 µm²
Hold EP -> clk_div_inst.cnt[24]
# Post-CTS Setup Buffers -> 0
R2r startpoint -> ssd_inst.index[0]
Post-layout util -> 44.09%
Final GP Congestion -> 0.9664
Syn_area_per_cell -> 9.033 µm²
Register-to-Register Path Depth -> 6
Routed vias/inst -> 5.539
Critical-path cell list -> inv_1 > ha_1 > nand2b_1 > nor4b_1 > nor4bb_1 > a22oi_1
Top logic family -> simple AND/OR/NAND/NOR gates
Insertion Delay late pin -> 290 ps
Initial DRC count -> 391
CTS resizes -> 0
Antenna Violating Nets Remaining -> 0
Slack of the critical path -> 1260 ps
Register pins left without a clock -> 99
Simple Share, Synth -> 20.97%
Hold_buf cts -> 0
Vias -> 6342
Max reg flops -> 25
LEAKAGE -> 3.110 nW
CP required -> 3720 ps
Flop2flop setup slack -> 1260 ps
First-pass detailed-route iteration total -> 5
Top_reg_cell synth -> dfxtp_1
Post-DP Area -> 8418 µm²
Total track usage -> 18.94%
Endpoint class of the critical path -> flop
Yosys Chip Area -> 7949 µm²
==> where the power goes <==
| group | switching [mW] | total [mW] | internal, mW |
|---|---|---|---|
| Sequential | 0 | 0.615 | 0.615 |
| Clock | 0.202 | 0.497 | 0.295 |
| Combinational | 0.0209 | 0.0328 | 0.0119 |
==> worst max-delay path: cells and delay by family, from the launching register on <==
kind | cells | cell delay [ps]
buffers and inverters | 1 | 170
adder cells (fa/ha/maj) | 1 | 350
AND-OR/OR-AND | 1 | 150
flip-flops | 1 | 450
AND/OR/NAND/NOR | 3 | 1030
==> per-stage QoR <==
step / hold WS, ps / power (mW)
3_3_place_gp: 447.9 / 0.6622
6_report: 465.9 / 1.145
4_1_cts: 467.4 / 1.162
3_5_place_dp: 452.7 / 0.6625
5_1_grt: 478.1 / 1.190
2_1_floorplan: 431.0 / 0.6452
==> cell type report <==
type                            count  area [µm²]
Fill cell                        1881       10880
Multi-Input combinational cell    643        4205
Sequential cell                   154        3403
Tap cell                          265       331.6
Timing Repair Buffer               35       327.8
Clock buffer                        7       153.9
Inverter                           40       150.1
Clock inverter                      1       8.758
==> worst max-delay path by stage <==
stage | end | cells after the start | slack (ps)
6_report | ssd_inst.seven[3] | 6 | 1260
5_1_grt | ssd_inst.seven[3] | 6 | 1120
4_1_cts | ssd_inst.seven[3] | 6 | 1330
==> cells in the mapped netlist, types with 7 or more instances <==
| master | count |
|---|---|
| dfxtp_1 | 116 |
| a31oi_1 | 8 |
| clkbuf_1 | 33 |
| dfrtp_1 | 12 |
| o211ai_1 | 35 |
| and2_1 | 13 |
| and3_1 | 12 |
| nor2b_1 | 22 |
| mux2i_1 | 8 |
| xnor2_1 | 29 |
| nor3_1 | 12 |
| nand2b_1 | 9 |
| a21boi_0 | 7 |
| a22oi_1 | 7 |
| o21a_1 | 8 |
| o21ai_0 | 53 |
| xor2_1 | 14 |
| nand3_1 | 43 |
| a21oi_1 | 34 |
| nor4_1 | 9 |
| nor3b_1 | 7 |
| nand2_1 | 81 |
| nor2_1 | 78 |
| nand4_1 | 13 |
| o21ai_1 | 11 |
| ha_1 | 34 |
| inv_1 | 40 |
| edfxtp_1 | 26 |
==> routing by layer <==
metal	wire (µm)	global-route usage, %
met5	0	0
met4	308	3.226
met3	725	2.049
met2	8080	29.09
met1	8986	30.04
==> cell families after synthesis <==
family          Yosys count
other cells               1
flops                   154
fa+ha+maj                34
simple gates            331
mux                      16
buf+inv                  83
compound gates          218
xor+xnor                 43
==> cells in the final DEF (no fill, tap or decap), types with 14 or more instances in the layout <==
cell type / Yosys / layout
nor2b_1: 22 / 22
o21ai_0: 53 / 53
xnor2_1: 29 / 29
nor2_1: 78 / 78
clkdlybuf4s50_1: 0 / 26
xor2_1: 14 / 14
dfxtp_1: 116 / 116
edfxtp_1: 26 / 26
nand3_1: 43 / 43
ha_1: 34 / 34
a21oi_1: 34 / 34
inv_1: 40 / 40
nand2_1: 81 / 81
o211ai_1: 35 / 35
Power figures rest on the tool's default switching activity, not on a simulated workload.
